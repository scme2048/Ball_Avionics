==> ./design.v <==
module memory_controller( CLK_48MHZ,RESET,SDRAM_STATUS,READ_CMD, GEIG_DATA, MAG_DATA, BA_READ,COL_READ, ROW_READ, 
BA_WRITE, COL_WRITE, ROW_WRITE
,NEXT_READ,NEXT_WRITE,DATA_OUT,BA_OUT,COL_OUT,ROW_OUT,CMD_OUT);
input CLK_48MHZ,RESET,SDRAM_STATUS, READ_CMD;
input [79:0] GEIG_DATA;
input [79:0] MAG_DATA;
input [1:0] BA_READ;
input [8:0] COL_READ;
input [12:0] ROW_READ;
input [1:0] BA_WRITE;
input [8:0] COL_WRITE;
input [12:0] ROW_WRITE;
output NEXT_READ, NEXT_WRITE;
output [15:0] DATA_OUT;
output [1:0] BA_OUT;
output [8:0] COL_OUT;
output [12:0] ROW_OUT;
output [1:0] CMD_OUT;
reg [79:0] geig_prev;
reg [79:0] geig_buffer;
parameter new_geig_cmd =2'b01;
parameter num_geig_cycles = 5;
reg [79:0] mag_prev;
reg [79:0] mag_buffer;
parameter new_mag_cmd =2'b10;
parameter num_mag_cycles = 5;
reg [79:0] data_buffer;
reg read_prev;
parameter new_read_cmd = 2'b11;
reg [23:0] read_address;
reg [23:0] write_address;
reg [7:0] schedule;
reg [2:0] num_cycles;
reg [2:0] write_count;
reg busy_hold;
reg next_write;
reg next_read;
reg [1:0] ba_out;
reg [12:0] row_out;
reg [8:0] col_out;
reg [15:0] data_out;
reg [1:0] cmd_out;
assign NEXT_WRITE = next_write;
assign NEXT_READ = next_read;
assign CMD_OUT = cmd_out;
assign BA_OUT = ba_out;
assign ROW_OUT = row_out;
assign COL_OUT = col_out;
assign DATA_OUT = data_out;
always @(posedge CLK_48MHZ or negedge RESET)
begin
if (RESET==1'b0) begin
    schedule = 8'b00000000;
    busy_hold = 1'b0;
    write_count=4'b0000;
    next_write<=0;
    next_read<=0;
    cmd_out<=2'b00;
    num_cycles=0;
    ba_out<=0;
    row_out<=0;
    col_out<=0;
    data_out<=0;
    write_address=0;
    read_address=0;
    mag_prev=80'b0;
    geig_prev=80'b0;
end else begin
write_address = {BA_WRITE,COL_WRITE,ROW_WRITE};
read_address = {BA_READ,COL_READ,ROW_READ};
if ((schedule[1:0] ==2'b00) && (RESET==1'b1)) begin
    schedule=schedule>>2;
end
if ((geig_prev!=GEIG_DATA) && (RESET==1'b1)) begin
    geig_buffer[79:0] = GEIG_DATA;
    geig_prev = GEIG_DATA;
    if (schedule[1:0] == 2'b00) begin
        schedule[1:0] = new_geig_cmd;
    end else if (schedule[3:2] ==2'b00) begin
        schedule[3:2] = new_geig_cmd;
    end else if (schedule[5:4] == 2'b00) begin
        schedule[5:4] = new_geig_cmd;
    end else begin
        schedule[7:6] = new_geig_cmd;
    end
end else begin
    geig_prev= GEIG_DATA;
end
if ((mag_prev!=MAG_DATA) && (RESET==1'b1)) begin
    mag_buffer[79:0] = MAG_DATA;
    mag_prev = MAG_DATA;
    if (schedule[1:0] == 2'b00) begin
        schedule[1:0] = new_mag_cmd;
    end else if (schedule[3:2] ==2'b00) begin
        schedule[3:2] = new_mag_cmd;
    end else if (schedule[5:4] == 2'b00) begin
        schedule[5:4] = new_mag_cmd;
    end else begin
        schedule[7:6] = new_mag_cmd;
    end
end else begin
    mag_prev=MAG_DATA;
end
if ((READ_CMD ==1'b1) && (read_prev ==1'b0) && (RESET==1'b1))begin
    read_prev=READ_CMD;
    if (schedule[1:0] == 2'b00) begin
        schedule[1:0] = new_read_cmd;
    end else if (schedule[3:2] ==2'b00) begin
        schedule[3:2] = new_read_cmd;
    end else if (schedule[5:4] == 2'b00) begin
        schedule[5:4] = new_read_cmd;
    end else begin
        schedule[7:6] = new_read_cmd;
    end
end else begin
    read_prev = READ_CMD;
end
if (((schedule[1:0] == new_geig_cmd) || (schedule[1:0] == new_mag_cmd)) && (RESET==1'b1)) begin
    if ((schedule[1:0] == new_geig_cmd) && (write_count==0)) begin
        num_cycles=num_geig_cycles;
        data_buffer[79:0] = geig_buffer;
    end else if ((schedule[1:0] == new_mag_cmd) && (write_count==0)) begin
        num_cycles = num_mag_cycles;
        data_buffer[79:0]=mag_buffer;
    end
    if (write_count<num_cycles) begin
        if ((SDRAM_STATUS==1'b1) && (busy_hold==1)) begin
            cmd_out<=2'b00;
        end
        if ((busy_hold==1'b1)&&(SDRAM_STATUS==1'b0)) begin
            next_write<=1'b1;
            data_buffer = data_buffer >>16;
            busy_hold=1'b0;
            write_count=write_count+1;
        end else if ((SDRAM_STATUS==1'b0) && (busy_hold==0)) begin
            next_write<=1'b0;
            cmd_out<=2'b10;
            ba_out<=BA_WRITE;
            row_out<=ROW_WRITE;
            col_out<=COL_WRITE;
            data_out<=data_buffer[15:0];
            busy_hold=1'b1;
        end
    end else if (write_count==num_cycles) begin
        write_count=0;
        schedule=schedule>>2;
    end
end else if ((schedule[1:0]==new_read_cmd) && (RESET==1'b1)) begin
    if (read_address == write_address) begin 
        schedule=schedule>>2;
    end else begin
        if ((SDRAM_STATUS==1'b1) && (busy_hold==1)) begin
            cmd_out<=2'b00;
        end    
        if ((SDRAM_STATUS==1'b0) && (busy_hold==1)) begin
            next_read<=1'b1;
            busy_hold=0;
            schedule=schedule>>2;
        end else if ((SDRAM_STATUS==1'b0) && (busy_hold==0)) begin
            next_read<=1'b0;
            cmd_out<=2'b01;
            ba_out<=BA_READ;
            row_out<=ROW_READ;
            col_out<=COL_READ;
            busy_hold=1'b1;
        end
    end
end
end  
end
endmodule
==> ./run.sh <==
#!/bin/bash
# OpenROAD 26Q1-2900-gdf79404cd8, Yosys 0.63+post, stock flow scripts
make -C /OpenROAD-flow-scripts/flow DESIGN_CONFIG=/design/flow/config.mk WORK_HOME=/design/flow/orfs finish
==> ./config.mk <==
export PLATFORM = sky130hd
export DESIGN_NAME = memory_controller
export DESIGN_NICKNAME = memory_controller
export VERILOG_FILES = /design/flow/design.v
export SDC_FILE = /design/flow/constraint.sdc
export NUM_CORES = 4
export LEC_CHECK = 1
export CORE_UTILIZATION = 30
==> ./constraint.sdc <==
current_design memory_controller

set clk_period 47.5
set clk_io_pct 0.2

create_clock -name clk0 -period $clk_period [get_ports {CLK_48MHZ}]

set non_clock_inputs [all_inputs -no_clocks]
set_input_delay [expr $clk_period * $clk_io_pct] -clock clk0 $non_clock_inputs
set_output_delay [expr $clk_period * $clk_io_pct] -clock clk0 [all_outputs]
==> results.ini <==
[logic_synthesis]
synth-main-ff-cell = edfxtp_1
synth_top_area_share_pct = 33.6
yosysUniqueCellTypes = 64
post-synth-top-count-cell = edfxtp_1
avgSynthCellArea_sq_um = 12.8
ys_warn_count = 1
ys_area_sq_um = 21500
synth_area_sq_um = 21500
async_reset_ff_share_pct = 47.4
common_cells = 241 x edfxtp_1, 217 x dfrtp_1, 187 x o21ai_0
syn_inst = 1680
edf_count = 241
ys.flops = 458
synth.area.top_cells = edfxtp_1 34%, dfrtp_1 25%, xnor2_1 6.8%
postSynthSeqShare_pct = 58.8
yosys_cells = 1680
synth_top_cell_by_area = edfxtp_1

[status]
status = finished, final reports clean

[grt]
grt_max_degree = 104
grt_pass1_vias = 14253
grt_antenna_before_repair = 8
grt_use_total_pct = 17.9
gr-total-overflow = 0
grt_pass1_wl_mm = 93.0

[drt]
top_layer_used = met5
wl_met2_mm = 27.6
drtPass1Iterations = 5
vias = 14279
wire_per_inst_um = 21.8
viasPerCell = 4.92
final_antenna_net_count = 0
drt_iter0_drc = 1093
drt-total-wl_mm = 63.1
wl_met3_mm = 7.95
wl_met1_mm = 26.0
drc = 0

[cells_and_area]
seqCellArea_sq_um = 12700
drive_gt1_share_pct = 15.4
mi_logic_area_sq_um = 8160
area_growth_pct = 24.6
fillers = 6502

[die]
die_area_sq_um = 72900
io_pins = 256
die_h_um = 270
placementRows = 97
fp.dieW_um = 270
core_area_sq_um = 70500
fp_util_pct = 30.5

[pwr]
vdd_drop_max_v = 0.0000286
power_density_nw_per_um2 = 49.3
switching_power_mw = 0.391
intPower_mw = 0.933
p_leak_nw = 10.1
p_seq_share_pct = 39.3
pwr-share-clk_pct = 32.2
swShare_pct = 29.5
power_frac_comb_pct = 28.5

[timing]
fin_skew_ps = 33.3
setup_viol = 0
timing.fmax_mhz = 63.6
fin_crit_sh_pct = 33.1
grt_setup_unrepaired = false
hold_viol_final = 0
hold_ws_ps = 472
worstMarginPinSlew_ps = 1410
finalWorstSetupSlack_ps = 31760
final_max_slew_viol_count = 0
setup_tns_ps = 0
period_needed_ps = 15740
maxSlewHeadroom_pct = 5.41

[placement]
place_congestion = 0.911
portBuffers = 255
dp_slack_ps = 31300
hpwl_mm = 46.3

[critical_path]
path_class = primary input to flip-flop
crit_arrival_ps = 16110
worstPathRequired_ps = 47870
end_kind = flip-flop
start_kind = primary input
cp_max_fo = 82

[clock_tree]
clkTransAtPathRegs_ps = 60
postCtsHoldBufs = 0
clockBufferDepth = 3
clock_sinks = 458
post_cts_buffers = 0
clk_latency_ps = 620
ctsResizeCount = 0
htree_levels = 2
root_buffer = clkbuf_16
cts_buffers = 52
cts_tree = done

[min_path]
hp-class = flip-flop to flip-flop

[run]
log.warning_count = 34
max_cap_viol_count = 0

## cell families after synthesis
| kind of cell | count (synthesis) | share of synthesized area [%] |
|---|---|---|
| AOI/OAI and AO/OA | 493 | 15.9 |
| xor gates and xnor gates | 184 | 7.48 |
| adders and majority gates | 11 | 0.627 |
| buffers and inverters | 159 | 3.47 |
| DFF | 458 | 58.8 |
| muxes | 174 | 8.68 |
| and+or+nand+nor | 201 | 5.01 |
## critical path, stage by stage
cell and delay, ps:
clkdlybuf4s50_1 520, xnor2_1 140, nand4_1 190, nor4_1 1190, nand3_1 580, nor2_1 410
o41ai_1 120, a31oi_1 300, ha_1 250, and3b_2 180, buf_4 620, or3_4 260
ha_1 160, nor2b_1 200, nor2_1 70, o21ai_1 230, and2_1 160, buf_4 510
o21ai_0 220, o22a_1 240
## metrics by stage
step | utilization [%] | power, mW | instances | instance area [sq um]
2_1_floorplan | - | 0.763 | 1680 | 21500
3_3_place_gp | 35.4 | 0.895 | 2800 | 25000
3_5_place_dp | 35.4 | 0.902 | 2800 | 25000
4_1_cts | 38.1 | 1.33 | 2897 | 26800
5_1_grt | 38.1 | 1.39 | 2897 | 26800
6_report | 38.1 | 1.32 | 2900 | 26800
## path summary, 6_finish.rpt
| check | cells past startpoint | slack [ps] | from | endpoint |
|---|---|---|---|---|
| worst min register to register | 2 | 470 | row_out[0] | row_out[0] |
| worst max-delay path | 20 | 31760 | GEIG_DATA[15] | data_buffer[39] |
| min in group asynchronous | 1 | 8820 | RESET | ba_out[0] |
| worst max register to register | 19 | 40780 | geig_prev[15] | data_buffer[39] |
| worst min-delay path | 2 | 470 | row_out[0] | row_out[0] |
| max in group asynchronous | 4 | 36140 | RESET | geig_prev[34] |
## power groups by stage
stage,logic (mW),clock network [mW],registers (mW)
after CTS,0.376,0.436,0.521
after global routing,0.413,0.452,0.527
final,0.377,0.426,0.521
## registers in the layout, summed over array words and instances (netlist names)
| register | flops |
|---|---|
| ba_out | 2 |
| busy_hold | 1 |
| cmd_out | 2 |
| col_out | 9 |
| data_buffer | 80 |
| data_out | 16 |
| geig_buffer | 80 |
| geig_prev | 80 |
| mag_buffer | 80 |
| mag_prev | 80 |
| next_read | 1 |
| next_write | 1 |
| num_cycles | 1 |
| read_prev | 1 |
| row_out | 13 |
| schedule | 8 |
| write_count | 3 |
## cell usage in the layout, fill, tap and decap left out, types with 7 or more instances in the layout
cell type,n
nor2_1,10
xor2_1,16
dfrtp_1,217
o21ai_2,21
clkdlybuf4s50_1,254
buf_4,25
a21o_1,33
nand4_1,44
mux2_2,98
o21ai_0,187
clkinv_2,14
nand2_1,73
clkbuf_16,59
xnor2_1,168
nor4_1,15
edfxtp_1,241
mux2i_1,75
ha_1,10
inv_1,58
o21ba_2,48
o2bb2ai_1,33
clkbuf_8,7
o22a_1,64
and2_1,25
a211oi_1,33
a21oi_1,37
## metal layers
metal	vias to the layer above	GRT usage (%)
li1	6703	-
met4	6	3.54
met5	-	0.724
met1	6996	24.9
met3	79	9.79
met2	495	25.4
## area by class of cell
| cell class | count | area share (%) |
|---|---|---|
| flip-flops and latches | 458 | 47.2 |
| multi-input cells | 1063 | 30.4 |
| repair buffers | 280 | 10.2 |
| clock buffers | 69 | 5.90 |
| well taps | 940 | 4.38 |
| clock inverters | 28 | 1.07 |
| inverters | 59 | 0.825 |
| diodes | 3 | 0.0280 |
Power is estimated from default activity; no workload was simulated.
