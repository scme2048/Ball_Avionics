--- design/flow/config.mk ---
export PLATFORM = sky130hd
export DESIGN_NAME = read_buffer
export DESIGN_NICKNAME = read_buffer
export VERILOG_FILES = /design/flow/design.v
export SDC_FILE = /design/flow/constraint.sdc
export NUM_CORES = 4
export LEC_CHECK = 1
export CORE_UTILIZATION = 40
--- design/flow/constraint.sdc ---
current_design read_buffer

set clk_period 6.0
set clk_io_pct 0.2

create_clock -name clk0 -period $clk_period [get_ports {CLK_48MHZ}]
create_clock -name clk1 -period $clk_period [get_ports {NEXT_BYTE}]

set non_clock_inputs [all_inputs -no_clocks]
set_input_delay [expr $clk_period * $clk_io_pct] -clock clk0 $non_clock_inputs
set_output_delay [expr $clk_period * $clk_io_pct] -clock clk0 [all_outputs]
--- design/flow/design.v ---
module read_buffer( CLK_48MHZ,RESET,NEXT_BYTE,DATA_READ,ROW_WRITE,READ_CMD,BYTE_OUT);
input CLK_48MHZ, RESET, NEXT_BYTE;
input [15:0] DATA_READ;
input [12:0] ROW_WRITE;
output READ_CMD;
output [7:0] BYTE_OUT;
reg read_cmd;
reg [1:0] init_stage;
reg [8:0] init_wait;
reg [7:0] byte_out;
reg [1:0] position;
reg [15:0] buffer_a;
reg [15:0] buffer_b;
assign BYTE_OUT = byte_out;
assign READ_CMD = read_cmd;
always @(posedge NEXT_BYTE or negedge RESET) begin
    if (RESET==1'b0) begin
        position= 2'b00;
        byte_out<=8'b0;
    end else if (init_stage==0) begin
        if (position==2'b00) begin
            byte_out<=buffer_a[7:0];
            position=position+1;
        end else if (position==2'b01) begin
            byte_out<=buffer_a[15:8];
            position=position+1;
        end else if (position==2'b10) begin
            byte_out<=buffer_b[7:0];
            position=position+1;
        end else begin
            byte_out<=buffer_b[15:8];
            position=2'b00;
        end
    end
end
always @(posedge CLK_48MHZ or negedge RESET) begin
    if (RESET==1'b0) begin
        read_cmd<=1'b0;
        init_stage=1;
        init_wait=0;
        buffer_a<=0;
        buffer_b<=0;
    end else begin
        if ((init_stage==1) && (ROW_WRITE>=13'b0000000000011)) begin
            read_cmd<=1'b1;
            init_stage=2;
        end
        if (init_stage==2) begin
            if (init_wait<300) begin
                buffer_a<=DATA_READ;
                init_wait=init_wait+1;
            end else if ((init_wait>=300) && (init_wait<400)) begin
                read_cmd<=1'b0;
                init_wait=init_wait+1;
            end else if (init_wait>=400) begin
                read_cmd<=1'b1;
                init_wait=0;
                init_stage=0;
            end 
        end
        if ((position==2'b00) && (init_stage==0)) begin
            read_cmd<=1'b1;
        end
        if ((position==2'b01) && (init_stage==0)) begin
            read_cmd<=1'b0;
            buffer_b<=DATA_READ;
        end
        if ((position==2'b10) && (init_stage==0)) begin
            read_cmd<=1'b1;
        end
        if ((position==2'b11) && (init_stage==0)) begin
            buffer_a<=DATA_READ;
            read_cmd<=1'b0;
        end
    end
end
endmodule
--- design/flow/run.sh ---
#!/bin/bash
# OpenROAD 26Q1-2900-gdf79404cd8, Yosys 0.63+post, stock flow scripts
make -C /OpenROAD-flow-scripts/flow DESIGN_CONFIG=/design/flow/config.mk WORK_HOME=/design/flow/orfs finish
==> impl_metrics.env <==
# physical design summary
export IMPL_min_path_type="register to register"
export IMPL_total_power_w=0.000726
export IMPL_grt_pass1_wl_um=8640
export IMPL_finalNonFillerCells=360
export IMPL_path_max_fanout=16
export IMPL_cp_data_required_time_ns=6.18
export IMPL_grt_ovfl_total=0
export IMPL_synth_warnings=1
export IMPL_async_flop_share_pct=100
export IMPL_yosys_area_mm2=0.00279
export IMPL_floorplanUtilization_pct=41.3
export IMPL_p_leak_nw=1.44
export IMPL_pin_count=41
export IMPL_setup_worst_path_start_class="input pin"
export IMPL_ys_cells=245
export IMPL_grt_pass1_vias=1748
export IMPL_port_buffers=39
export IMPL_dp_cells=348
export IMPL_use_met1_pct=23.8
export IMPL_slew_headroom_pct=46.7
export IMPL_remaining_drc_errors=0
export IMPL_vdd_ir_drop_max_mv=0.0979
export IMPL_r2r_end="buffer_b[11]"
export IMPL_post_cts_setup_buffers=0
export IMPL_avgSynthCellArea_um2=11.4
export IMPL_final_max_slew_violation_count=0
export IMPL_ff2ff_setup_slack_ns=3.37
export IMPL_wire_per_inst_um=14.8
export IMPL_path_clk_slew_ns=0.09
export IMPL_largest_area_cell="dfrtp_1"
export IMPL_ys_seq_share_pct=49.4
export IMPL_rsz0062_at_grt="no"
export IMPL_fin_tns_setup_ns=0
export IMPL_grt_total_usage_pct=15.6
export IMPL_die_area_mm2=0.00731
export IMPL_cts_tree="built"
export IMPL_area_growth_synth_to_final_pct=18.8
export IMPL_hold_viol=0
export IMPL_area_leaders="dfrtp_1, mux2_2, mux2i_1"
export IMPL_cts_resized=0
export IMPL_dpl_hpwl_um=3470
export IMPL_yosysUniqueCellTypes=43
export IMPL_p_per_area_mw_per_mm2=219
export IMPL_drtAntennaViolNets=0
export IMPL_critical_path_class="input pin to register"
export IMPL_drv_cap=0
export IMPL_synth_flops=55
export IMPL_status="finished clean"
export IMPL_die_h_um=85.5
export IMPL_whs_path_depth=1
export IMPL_drive_above_1_share_pct=19.3
export IMPL_cts_hold_buf=0
export IMPL_warnings=31
export IMPL_grt_start_max_net_pins=56
export IMPL_holdCritStartpoint="buffer_a[6]"
export IMPL_clock_sinks=55
export IMPL_tightest_slew_ns=0.800
export IMPL_drtIter0Drc=64
export IMPL_placementRows=30
export IMPL_globalplace_congestion=0.766
export IMPL_clock_skew_ns=0.0135
export IMPL_most_common_cell="dfrtp_1"
export IMPL_synth_top_area_share_pct=48.4
export IMPL_r2r_start="init_wait[5]"
export IMPL_post_drt_via_cell_ratio=5.34
export IMPL_setup_viol=0
export IMPL_drtPass1Iterations=5
export IMPL_grt_use_met2_pct=24.6
export IMPL_num_antenna_cells=0
export IMPL_ff_type="dfrtp_1"
export IMPL_die_x_um=85.5
export IMPL_route_vias_total=1923
export IMPL_wirelength_um=5310
export IMPL_crit_arrival_ns=3.62
export IMPL_antenna_found_initial=0
export IMPL_edf_count=0
export IMPL_top_usage_layer="met2"
export IMPL_core_area_mm2=0.00676
export IMPL_synth_cells=245
export IMPL_use_met3_pct=3.42
export IMPL_synthTopCellsByCount="dfrtp_1, mux2_2, o21ai_0, a21oi_1, nand2_1"
export IMPL_reg2regPathDepth=5
export IMPL_hold_end="buffer_a[6]"
export IMPL_crit_path_end_kind="register"
export IMPL_netlist_area_mm2=0.00279
routing by layer:
metal	routed length, um	vias to the layer above
li1	-	944
met3	270	4
met5	0	-
met2	2390	48
met1	2610	927
met4	48	0
layout make-up:
class / count / area (um2)
clock inverters: 3 / 22.5
well taps: 80 / 100
multi-input cells: 168 / 1280
inverters: 5 / 18.8
repair buffers: 40 / 393
flip-flops and latches: 55 / 1380
clock buffers: 9 / 124
fillers: 604 / 3440
worst max-delay path: stages:
cell	delay (ns)
clkdlybuf4s50_1	0.39
nor4_1	0.36
nand4_1	0.29
a21oi_1	0.29
nand2b_1	0.67
mux2_2	0.41
layout by cell type, fill, tap and decap left out, types with 2 or more instances in the layout:
master and n:
dfrtp_1 54, clkdlybuf4s50_1 38, mux2_2 22, o21ai_0 20, nand2_1 17, a21oi_1 17
mux2i_1 16, nor2_1 14, mux2_4 10, clkbuf_8 9, nand3_1 7, ha_1 6
inv_1 5, nand2b_1 5, a211oi_1 3, a31oi_1 3, o31ai_1 3, nor4_1 2
nor3_1 2, and2_1 2, a21o_1 2, clkinv_4 2
stage by stage:
step / hold WS [ns] / setup WS, ns / util (%) / cell area (um2)
finish: 0.511 / 2.56 / 49.1 / 3320
global placement: 0.487 / 2.30 / 46.9 / 3170
floorplan: 0.466 / 3.22 / - / 2790
global route: 0.529 / 2.32 / 49.1 / 3320
detailed placement: 0.493 / 2.22 / 46.9 / 3170
CTS: 0.515 / 2.55 / 49.1 / 3320
registers in the layout (all words and copies together) (netlist names):
name / cells
buffer_a: 16
buffer_b: 16
init_wait: 9
byte_out: 8
init_stage: 3
position: 2
read_cmd: 1
worst max path at each step:
stage / startpoint / end / slack (ns) / depth (start not counted)
5_1_grt: ROW_WRITE[3] / buffer_b[11] / 2.32 / 6
6_report: ROW_WRITE[3] / buffer_b[11] / 2.56 / 6
4_1_cts: ROW_WRITE[3] / buffer_b[11] / 2.55 / 6
logic make-up (layout without fill, tap and decap cells):
family,Yosys count,in the layout,synth area share [%]
AOI/OAI and AO/OA,60,60,13.9
adders and majority gates,6,6,2.69
buffers and inverters,22,57,4.75
DFF,55,55,49.4
muxes,48,48,20.0
and+or+nand+nor,54,54,9.28
power by group:
| part | switching (W) | internal (W) |
|---|---|---|
| Combinational | 0.0000168 | 0.0000350 |
| Clock | 0.000142 | 0.000141 |
| Sequential | 0.00000713 | 0.000384 |
| Total | 0.000166 | 0.000560 |
Power and IR drop assume default switching activity.
